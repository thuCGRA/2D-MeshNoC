### ./config.mk
export PLATFORM = sky130hd
export DESIGN_NAME = Mem1r1w
export DESIGN_NICKNAME = Mem1r1w
export VERILOG_FILES = /design/flow/design.v
export SDC_FILE = /design/flow/constraint.sdc
export NUM_CORES = 4
export LEC_CHECK = 1
export CORE_UTILIZATION = 50
### ./run.sh
#!/bin/bash
# OpenROAD 26Q1-2900-gdf79404cd8, Yosys 0.63+post, stock flow scripts
make -C /OpenROAD-flow-scripts/flow DESIGN_CONFIG=/design/flow/config.mk WORK_HOME=/design/flow/orfs finish
### ./constraint.sdc
current_design Mem1r1w

set clk_period 5.5
set clk_io_pct 0.2

create_clock -name clk0 -period $clk_period [get_ports {clk}]

set non_clock_inputs [all_inputs -no_clocks]
set_input_delay [expr $clk_period * $clk_io_pct] -clock clk0 $non_clock_inputs
set_output_delay [expr $clk_period * $clk_io_pct] -clock clk0 [all_outputs]
### ./design.v
`timescale 1ns/1ps
module Mem1r1w (
  input               wVi,
  input      [4:0]    wAddri,
  input      [31:0]   wDatai,
  input               rVi,
  input      [4:0]    rAddri,
  output     [31:0]   rDatao,
  input               clk,
  input               reset
);
  wire       [31:0]   _zz_mem_port0;
  (* ram_style = "distributed" *) reg [31:0] mem [0:31];
  assign _zz_mem_port0 = mem[rAddri];
  always @(posedge clk) begin
    if(wVi) begin
      mem[wAddri] <= wDatai;
    end
  end
  assign rDatao = _zz_mem_port0;
endmodule
==> out/qor_table.md <==
| Stage | Metric | Reported |
|:---|:---|:---|
| run status | Outcome | complete, no violations |
| yosys | Share of cell area taken by muxes after synthesis | 0.129 |
| power | Relative contribution of the clock network to total power | 0.404 |
| timing | Final hold violation count | 0 |
| yosys | Synthesized-area fraction occupied by adder cells | 0 |
| min path | Endpoint of the worst hold path | mem[20][12] |
| clock network | Clock tree from TritonCTS | built |
| global routing | Antenna violations before repair | 0 |
| timing | Unrepaired setup endpoints after global routing | false |
| route | Post-DR wirelength/cell | 26.7 um |
| clock network | Number of levels the H-tree was split into | 3 |
| place | Buffers on Ports | 75 |
| floorplanning | Num rows | 103 |
| floorplanning | Die Wd | 284 um |
| route | Residual antenna-violating net count after detailed routing | 0 |
| route | Post-detailed-routing wire length | 94.1 mm |
| power | Flop pwr share | 0.540 |
| route | DRC violations left | 0 |
| yosys | Biggest area cells | edfxtp_1, mux2i_1, a22oi_1, a22o_1, nand3_1 |
| min path | Worst hold start | wDatai[12] |
| yosys | Warning count from the yosys run | 1 |
| floorplanning | Share of the core filled by cells before placement | 0.505 |
| place | Sum of net half-perimeters after detailed placement | 50.6 mm |
| timing | Final setup violating endpoints | 0 |
| setup path | Crit path required time | 4400 ps |
| final layout | Most used logic cell in the final layout | edfxtp_1 |
| yosys | Yosys simple share | 0.0315 |
| power | Fraction of power spent switching nets | 0.206 |
| clock network | Clock transition at the registers of the reported paths | 60 ps |
| run | Number of logged tool warnings | 28 |
| yosys | Prevailing logic family in the synthesized netlist | multiplexers |
| power | Part of the total power dissipated in combinational logic | 0.056 |
| final layout | Layout cell share with drive strength beyond 1 | 0.119 |
| timing | Max_slew headroom | 0.321 |
| timing | Maximum clock frequency | 0.200 GHz |
| global routing | Leftover overflow at the end of global routing | 0 |
| power | Static leakage | 15.8 nW |
| route | First-pass iteration count of the detailed router | 5 |
| power | Sw Pwr | 3.33 mW |
| setup path | Cells along the critical path | clkdlybuf4s50_1 > or2_2 > buf_4 > nor3_1 > a31oi_1 > nand3_1 > clkdlybuf4s50_1 |
| final layout | Flip-flop count of the largest register after layout | 1024 |
| route | Number of antenna repair diodes | 0 |
| timing | Total negative slack | 0 ps |
| yosys | Unique masters post-synth | 24 |
| route | Number of DRC violations after detailed-routing iteration 0 | 1273 |
| route | Number of vias in the routed layout | 20600 |
| route | Number of vias per cell after detailed routing | 5.83 |
| setup path | CP endpoint kind | output pin |
| timing | Final tally of max-slew violations | 0 |
| setup path | Signal arrival time at the worst endpoint | 3900 ps |
| floorplanning | Area of the placeable core | 78900 um^2 |
| global routing | Number of global-route vias before repair | 21300 |
| yosys | Synthesized-area fraction occupied by xor and xnor cells | 0 |
| power | Total Power Consumption | 16.1 mW |
| clock network | Hold buffers post-CTS | 0 |
| final layout | Reg with most FFs | mem |
| clock network | Maximum root-to-sink buffer count | 3 |
| setup path | Type of element launching the critical path | input pin |
| power | Areal power density over the cells | 352 nW/um^2 |
| clock network | Number of buffers created by CTS | 102 |
| final layout | Top cells excl fill/tap | edfxtp_1, mux2i_1, clkbuf_16, nand3_1, nand2_1 |
| yosys | Cells in synth_stat.txt | 2228 |
| timing | Slew @ Worst Pin | 1020 ps |
| global routing | Pin count of the biggest net entering global routing | 77 |
| final layout | Largest regs | mem: 1024 flops |
| yosys | Total cell area reported by yosys after synthesis | 39800 um^2 |
| clock network | Clock sink count | 1024 |
| final layout | Growth of design area from synthesis to finish | 14.8% |
| global routing | Global-route wire length before repair | 138 mm |
| setup path | Setup Crit Path Kind | input pin to output pin |
| floorplanning | Floorplan die area | 80800 um^2 |
| setup path | CP max-delay cell | or2_2 |
| min path | Path class of the lowest-slack min-delay path | input pin to flip-flop |
| setup path | Slowest stage delay, CP | 730 ps |
| timing | Crit share post-route | 0.909 |
| yosys | Area leader share | 0.772 |
| yosys | Post-Synthesis Cells | 2228 |
| yosys | Post-synth top area cell | edfxtp_1 |
| floorplanning | Number of top-level pins | 78 |
| global routing | Global routing usage summed across all routing layers | 0.263 |
| power | Maximum VDD drop | 0.000254 V |
| floorplanning | Die outline height | 284 um |
| setup path | CP dominant cell by count | clkdlybuf4s50_1 |
| yosys | Share of synthesized cell area in and-or and or-and compound cells | 0.0492 |
| yosys | Registers, synthesis | 1024 |
| yosys | Combined area of all synthesized cells | 39800 um^2 |
| timing | Worst hold margin | 1260 ps |
| setup path | Critical-path maximum fanout | 23 |
| yosys | Share of the yosys chip area belonging to registers | 0.772 |
| clock network | Count of buffers added by post-CTS timing repair for setup | 0 |
| place | RePlAce Congestion | 0.814 |
| min path | Cells on Worst Hold Path | 2 |
| timing | Post-route minimum period | 5000 ps |
| run | Count of maximum capacitance violations | 0 |
| yosys | Average footprint of a synthesized cell | 17.9 um^2 |
| clock network | Root Buffer Master | clkbuf_16 |
| clock network | Number of gates resized after cts | 0 |
| power | Cell Int Power | 12.8 mW |
-- cell families (layout without fill, tap and decap cells) --
kind of cell / after synthesis / in the layout
muxes: 512 / 512
AOI/OAI and AO/OA: 288 / 288
buffers and inverters: 127 / 378
and+or+nand+nor: 277 / 277
DFF: 1024 / 1024
-- final cells by class --
type / instances / area [um^2]
clock buffer: 130 / 2720
clock inverter: 54 / 417
fill: 5695 / 33100
multi-input combinational: 1077 / 8610
sequential: 1024 / 30700
tap: 1050 / 1310
timing repair buffer: 194 / 1940
-- synth_stat cells --
cell type  count
buf_4         33
nand3b_1       5
nor2b_1        1
nand2b_1       2
mux2i_1      512
or2_2          1
and2b_1        1
a22o_1        64
clkbuf_4       2
nand2_1       98
nand3_1       98
a31oi_1       32
clkbuf_1      46
edfxtp_1    1024
buf_2         26
a21oi_1       96
buf_6         15
nor2_1        34
nor3_1        32
or3_1          1
a22oi_1       96
buf_1          5
and2_1         1
or3b_2         3
-- stage by stage --
step           setup slack (ps)  utilization  std cells  instance area (um^2)
2_1_floorplan              1970            -       2228                 39800
3_3_place_gp                501        0.540       3345                 42600
3_5_place_dp                495        0.540       3345                 42600
4_1_cts                     479        0.580       3529                 45700
5_1_grt                     393        0.580       3529                 45700
6_report                    499        0.580       3529                 45700
-- critical path, delay by kind of cell --
family | cells | cell delay [ps]
AND-OR/OR-AND | 1 | 190
AND/OR/NAND/NOR | 3 | 1100
buffers and inverters | 3 | 1470
-- worst max path at each step --
stage | endpoint | slack, ps | from | cells after the start
final | rDatao[4] | 500 | rAddri[3] | 7
after global routing | rDatao[24] | 390 | rAddri[3] | 7
after CTS | rDatao[24] | 480 | rAddri[3] | 7
-- power groups by stage --
| stage | sequential, mW | combinational, mW | clock [mW] |
|---|---|---|---|
| final | 8.70 | 0.896 | 6.51 |
| after CTS | 8.70 | 0.906 | 6.62 |
| after global routing | 8.71 | 0.971 | 6.92 |
-- routing by layer --
layer / GRT usage / vias to the layer above / part of all wire / wire (um)
met5: 0.00119 / - / 0 / 0
met4: 0.0599 / 0 / 0.028 / 2650
met3: 0.162 / 154 / 0.14 / 13300
met2: 0.389 / 1115 / 0.48 / 45100
met1: 0.361 / 10100 / 0.35 / 33000
li1: - / 9231 / - / -
Power figures rest on the tool's default switching activity, not on a simulated workload.
