$ cat flow/design.v
`timescale 1ns/1ps
module muxeLock (
  input               validIn,
  output              yumiOut,
  input      [31:0]   dataIn,
  input      [3:0]    maskIn,
  input      [31:0]   addrIn,
  input               weIn,
  input               swapAqIn,
  input               swapRlIn,
  input      [1:0]    xCordinateIn,
  input      [1:0]    yCordinateIn,
  output              combvalidOut,
  input               combyumiIn,
  output     [31:0]   combdataOut,
  output     [3:0]    combmaskOut,
  output     [31:0]   combaddrOut,
  output              combweOut,
  output     [1:0]    combxCordinateOut,
  output     [1:0]    combyCordinateOut,
  input      [31:0]   returningDataIn,
  input               returningValidIn,
  output     [31:0]   combReturningDataOut,
  output              combReturningValidOut,
  input               clk,
  input               resetn
);
  wire       [0:0]    myCounterUpDown_upIn;
  wire       [0:0]    myCounterUpDown_downIn;
  wire       [6:0]    myCounterUpDown_countOut;
  wire       [31:0]   _zz_combReturningDataOut;
  wire       [0:0]    _zz_combReturningDataOut_1;
  reg        [31:0]   swapAddr;
  reg        [1:0]    swapXCordinate;
  reg        [1:0]    swapYCordinate;
  reg                 swapLock;
  wire                nodeIsIdle;
  wire                swapAqYumi;
  wire                swapAqSuccess;
  wire                swapAqFail;
  wire                swapMatch;
  wire                swapRlYumi;
  reg                 swapResultValid;
  reg                 swapAqResult;
  wire                lockSucessEncode;
  wire                lockFailEncode;
  wire       [6:0]    requestNumInNode;
  assign _zz_combReturningDataOut_1 = swapAqResult;
  assign _zz_combReturningDataOut = {31'd0, _zz_combReturningDataOut_1};
  counterUpDown myCounterUpDown (
    .upIn     (myCounterUpDown_upIn         ),  
    .downIn   (myCounterUpDown_downIn       ),  
    .countOut (myCounterUpDown_countOut[6:0]),  
    .clk      (clk                          ),  
    .resetn   (resetn                       )   
  );
  assign swapAqYumi = ((validIn && swapAqIn) && nodeIsIdle);
  assign swapAqSuccess = (swapAqYumi && (! swapLock));
  assign swapAqFail = (swapAqYumi && swapLock);
  assign swapMatch = (((swapAddr == addrIn) && (swapXCordinate == xCordinateIn)) && (swapYCordinate == yCordinateIn));
  assign swapRlYumi = ((validIn && swapRlIn) && nodeIsIdle);
  assign yumiOut = ((swapRlYumi || swapRlYumi) || combyumiIn);
  assign combvalidOut = (validIn && (! (swapAqIn || swapRlIn)));
  assign combdataOut = dataIn;
  assign combmaskOut = maskIn;
  assign combaddrOut = addrIn;
  assign combxCordinateOut = xCordinateIn;
  assign combyCordinateOut = yCordinateIn;
  assign combweOut = weIn;
  assign lockSucessEncode = 1'b0;
  assign lockFailEncode = 1'b1;
  assign combReturningValidOut = (swapResultValid || returningValidIn);
  assign combReturningDataOut = (swapResultValid ? _zz_combReturningDataOut : returningDataIn);
  assign myCounterUpDown_downIn = combyumiIn;
  assign myCounterUpDown_upIn = returningValidIn;
  assign requestNumInNode = myCounterUpDown_countOut;
  assign nodeIsIdle = (requestNumInNode == 7'h64);
  always @(posedge clk or negedge resetn) begin
    if(!resetn) begin
      swapLock <= 1'b0;
      swapResultValid <= 1'b0;
      swapAqResult <= 1'b0;
    end else begin
      if(swapAqSuccess) begin
        swapLock <= 1'b1;
      end else begin
        if(swapAqYumi) begin
          swapLock <= 1'b0;
        end
      end
      swapResultValid <= (swapAqYumi || swapRlYumi);
      swapAqResult <= (swapAqSuccess ? lockSucessEncode : lockFailEncode);
    end
  end
  always @(posedge clk) begin
    if(swapAqSuccess) begin
      swapAddr <= addrIn;
      swapXCordinate <= xCordinateIn;
      swapYCordinate <= yCordinateIn;
    end else begin
      if(swapAqYumi) begin
        swapAddr <= 32'h0;
        swapXCordinate <= 2'b00;
        swapYCordinate <= 2'b00;
      end
    end
  end
endmodule
module counterUpDown (
  input      [0:0]    upIn,
  input      [0:0]    downIn,
  output     [6:0]    countOut,
  input               clk,
  input               resetn
);
  wire       [6:0]    _zz_countTemp;
  wire       [6:0]    _zz_countTemp_1;
  wire       [6:0]    _zz_countTemp_2;
  reg        [6:0]    countTemp;
  assign _zz_countTemp = (countTemp - _zz_countTemp_1);
  assign _zz_countTemp_1 = {6'd0, downIn};
  assign _zz_countTemp_2 = {6'd0, upIn};
  assign countOut = countTemp;
  always @(posedge clk or negedge resetn) begin
    if(!resetn) begin
      countTemp <= 7'h64;
    end else begin
      countTemp <= (_zz_countTemp + _zz_countTemp_2);
    end
  end
endmodule
$ cat flow/run.sh
#!/bin/bash
# OpenROAD 26Q1-2900-gdf79404cd8, Yosys 0.63+post, stock flow scripts
make -C /OpenROAD-flow-scripts/flow DESIGN_CONFIG=/design/flow/config.mk WORK_HOME=/design/flow/orfs finish
$ cat flow/config.mk
export PLATFORM = sky130hd
export DESIGN_NAME = muxeLock
export DESIGN_NICKNAME = muxeLock
export VERILOG_FILES = /design/flow/design.v
export SDC_FILE = /design/flow/constraint.sdc
export NUM_CORES = 4
export LEC_CHECK = 1
export CORE_AREA = 10 10 93 93
export DIE_AREA = 0 0 103 103
$ cat flow/constraint.sdc
current_design muxeLock

set clk_period 2.6
set clk_io_pct 0.2

create_clock -name clk0 -period $clk_period [get_ports {clk}]

set non_clock_inputs [all_inputs -no_clocks]
set_input_delay [expr $clk_period * $clk_io_pct] -clock clk0 $non_clock_inputs
set_output_delay [expr $clk_period * $clk_io_pct] -clock clk0 [all_outputs]
==> out/qor.yml <==
crit_fanout: 2
grt_pass1_vias: 894
rsz0062_at_grt: "no"
syn_inst: 162
worstPathCellList: "clkdlybuf4s50_1 > nand4_1 > nor3_2 > a21o_1 > clkdlybuf4s50_1"
grt_use_total_pct: 5.82
crit_path_frequent_cell: "clkdlybuf4s50_1"
die-area_um2: 10600
slew_violations: 0
antenna_found_initial: 0
htree_levels: 1
rows: 30
ys_seq_share_pct: 18.6
status: "completed"
clock_tree.buffer_depth: 2
area_leaders: "buf_4 (40%), nor2b_1 (14%), dfrtp_1 (13%)"
synth-edff-count: 0
ys_cells: 162
crit_required_ps: 2080
fill_cells: 719
fmax_mhz: 404
synth_top_area_share_pct: 40.2
synth_flop_count: 10
slew_headroom_pct: 69.8
drc_errors: 0
max_stage_delay_ps: 470
n_antenna_cell: 0
setup.worst_path.class: "primary input to primary output"
async_reset_ff_share_pct: 100
globalplace.congestion: 0.797
die_x_um: 103
core_um2: 6760
detail_route.wl_per_cell_um: 14.5
synth.most_common_cell: "buf_4"
leakagePower_uw: 0.000713
openroad.warnings: 26
drt-initial-drc-count: 10
wirelength_um: 3590
yosys-top-cells-count: "buf_4 (73), nor2b_1 (31), ha_1 (8), inv_1 (8), dfrtp_1 (7)"
cts_made_buffers: 3
ys_types: 24
vias_per_cell: 3.76
drive_gt1_share_pct: 9.58
setup.worst_path.start_class: "primary input"
cts_tree: "done"
cellPowerDensity_nw_per_um2: 711
min_path_type: "flip-flop to flip-flop"
ant_nets: 0
vdd_ir_drop_max_uv: 817
fin_skew_ps: 1.98
yosysTopAreaCell: "buf_4"
cap_violations: 0
fp-utilization_pct: 20.2
firstDrtPassIters: 2
crit_arrival_ps: 1960
syn2layout_area_growth_pct: 27.1
yosys_area_um2: 1360
fin_crit_ps: 2480
syn_area_per_cell_um2: 8.42
end_kind: "primary output"
clkTransAtPathRegs_ps: 50
grt_max_degree: 24
final_util_pct: 25.6
setup_viol: 0
critical-path-slowest-cell: "clkdlybuf4s50_1"
cts.sinks: 10
setup_tns_ps: 0
clkLatencyLatePin_ps: 230
dpl.hpwl_um: 3090
grt_pass1_wl_um: 4930
synth_warnings: 2
cts-root-buf: "clkbuf_8"
min_period_over_period_pct: 95.2
tightest_slew_ps: 452
die_y_um: 103
ios: 220
grt-ovfl-total: 0
port_buffers: 73
finalHoldViolCount: 0
netlist_area_um2: 1360
dr_total_vias: 928
synthFlopType: "dfrtp_1"
routing by layer:
| layer | global-route usage, % | routed length, µm | vias to the layer above |
|---|---|---|---|
| met5 | 0 | 0 | - |
| met4 | 2.46 | 102 | 0 |
| met3 | 3.66 | 538 | 18 |
| met2 | 8.34 | 1600 | 65 |
| met1 | 6.78 | 1350 | 403 |
| li1 | - | - | 442 |
area by class of cell:
type | instances | area, µm² | area share, %
well taps | 80 | 100 | 5.78
multi-input cells | 68 | 533 | 30.8
clock buffers | 4 | 55.1 | 3.18
inverters | 8 | 30.0 | 1.73
flip-flops and latches | 10 | 254 | 14.7
repair buffers | 77 | 761 | 43.9
path summary, 6_finish.rpt:
| path | startpoint | endpoint | depth (start not counted) | slack, ps |
|---|---|---|---|---|
| min reg2reg | swapLock | swapLock | 1 | 470 |
| max | validIn | yumiOut | 5 | 120 |
| min | swapLock | swapLock | 1 | 470 |
| min in group asynchronous | resetn | myCounterUpDown.countTemp[3] | 1 | 610 |
| max in group asynchronous | resetn | myCounterUpDown.countTemp[2] | 1 | 1660 |
| max reg2reg | myCounterUpDown.countTemp[0] | myCounterUpDown.countTemp[6] | 9 | 570 |
critical path: cells and delay by family:
family	cells	cell delay, ps
buffers and inverters	2	930
and+or+nand+nor	2	370
AOI/OAI and AO/OA	1	140
power breakdown:
| group | total (µW) | switching (µW) | internal [µW] |
|---|---|---|---|
| registers | 303 | 49.9 | 253 |
| clock network | 191 | 58.4 | 133 |
| logic | 739 | 311 | 428 |
metrics by stage:
step	instances	worst slack (ps)	power (µW)	hold slack, ps	area, µm²
floorplan	162	533	842	224	1360
global placement	242	47.2	1010	452	1660
detailed placement	242	14.4	1010	468	1660
CTS	246	96.1	1220	474	1710
global route	247	3.16	1350	498	1730
finish	247	124	1230	467	1730
kinds of logic after synthesis:
group                    synth area share, %
XOR/XNOR                                4.50
adder cells (fa/ha/maj)                 8.81
AND-OR/OR-AND                           6.88
multiplexers                           0.826
flip-flops                              18.6
buffers and inverters                   43.2
AND/OR/NAND/NOR                         17.2
placed cells by master, fill, tap and decap left out, types with 2 or more instances in the layout:
master,n
dfrtp_1,7
clkdlybuf4s50_1,73
a21oi_1,3
ha_1,7
buf_4,4
nor2b_1,31
clkbuf_8,4
a211oi_1,2
o21bai_1,2
xnor2_1,6
o21ai_0,2
a21o_1,3
dfstp_2,3
inv_1,8
state kept, by name, indices dropped and copies added (netlist names):
| signal | flops |
|---|---|
| myCounterUpDown.countTemp | 7 |
| swapAqResult | 1 |
| swapLock | 1 |
| swapResultValid | 1 |
repair_timing:
action / CTS / global route
setup buffers: 0 / 1
hold buffers: 0 / 0
resized: 0 / 2
setup endpoints to repair: 0 / 1
Power and IR drop assume default switching activity.
