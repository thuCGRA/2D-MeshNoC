## flow/config.mk

```make
export PLATFORM = sky130hd
export DESIGN_NAME = muxOneHot
export DESIGN_NICKNAME = muxOneHot
export VERILOG_FILES = /design/flow/design.v
export SDC_FILE = /design/flow/constraint.sdc
export NUM_CORES = 4
export LEC_CHECK = 1
export CORE_AREA = 10 10 70 70
export DIE_AREA = 0 0 80 80
```

## flow/run.sh

```bash
#!/bin/bash
# OpenROAD 26Q1-2900-gdf79404cd8, Yosys 0.63+post, stock flow scripts
make -C /OpenROAD-flow-scripts/flow DESIGN_CONFIG=/design/flow/config.mk WORK_HOME=/design/flow/orfs finish
```

## flow/constraint.sdc

```tcl
current_design muxOneHot

set clk_period 1.3
set clk_io_pct 0.2

create_clock -name clk0 -period $clk_period

set non_clock_inputs [all_inputs -no_clocks]
set_input_delay [expr $clk_period * $clk_io_pct] -clock clk0 $non_clock_inputs
set_output_delay [expr $clk_period * $clk_io_pct] -clock clk0 [all_outputs]
```

## flow/design.v

```verilog
`timescale 1ns/1ps
module muxOneHot (
  input      [31:0]   dataIn_0,
  input      [31:0]   dataIn_1,
  input      [31:0]   dataIn_2,
  input      [2:0]    selOneHot,
  output     [31:0]   dataOut
);
  wire       [31:0]   dataMask_0;
  wire       [31:0]   dataMask_1;
  wire       [31:0]   dataMask_2;
  wire                _zz_dataMask_0;
  reg        [31:0]   _zz_dataMask_0_1;
  wire                _zz_dataMask_1;
  reg        [31:0]   _zz_dataMask_1_1;
  wire                _zz_dataMask_2;
  reg        [31:0]   _zz_dataMask_2_1;
  assign _zz_dataMask_0 = selOneHot[0];
  always @(*) begin
    _zz_dataMask_0_1[31] = _zz_dataMask_0;
    _zz_dataMask_0_1[30] = _zz_dataMask_0;
    _zz_dataMask_0_1[29] = _zz_dataMask_0;
    _zz_dataMask_0_1[28] = _zz_dataMask_0;
    _zz_dataMask_0_1[27] = _zz_dataMask_0;
    _zz_dataMask_0_1[26] = _zz_dataMask_0;
    _zz_dataMask_0_1[25] = _zz_dataMask_0;
    _zz_dataMask_0_1[24] = _zz_dataMask_0;
    _zz_dataMask_0_1[23] = _zz_dataMask_0;
    _zz_dataMask_0_1[22] = _zz_dataMask_0;
    _zz_dataMask_0_1[21] = _zz_dataMask_0;
    _zz_dataMask_0_1[20] = _zz_dataMask_0;
    _zz_dataMask_0_1[19] = _zz_dataMask_0;
    _zz_dataMask_0_1[18] = _zz_dataMask_0;
    _zz_dataMask_0_1[17] = _zz_dataMask_0;
    _zz_dataMask_0_1[16] = _zz_dataMask_0;
    _zz_dataMask_0_1[15] = _zz_dataMask_0;
    _zz_dataMask_0_1[14] = _zz_dataMask_0;
    _zz_dataMask_0_1[13] = _zz_dataMask_0;
    _zz_dataMask_0_1[12] = _zz_dataMask_0;
    _zz_dataMask_0_1[11] = _zz_dataMask_0;
    _zz_dataMask_0_1[10] = _zz_dataMask_0;
    _zz_dataMask_0_1[9] = _zz_dataMask_0;
    _zz_dataMask_0_1[8] = _zz_dataMask_0;
    _zz_dataMask_0_1[7] = _zz_dataMask_0;
    _zz_dataMask_0_1[6] = _zz_dataMask_0;
    _zz_dataMask_0_1[5] = _zz_dataMask_0;
    _zz_dataMask_0_1[4] = _zz_dataMask_0;
    _zz_dataMask_0_1[3] = _zz_dataMask_0;
    _zz_dataMask_0_1[2] = _zz_dataMask_0;
    _zz_dataMask_0_1[1] = _zz_dataMask_0;
    _zz_dataMask_0_1[0] = _zz_dataMask_0;
  end
  assign dataMask_0 = (_zz_dataMask_0_1 & dataIn_0);
  assign _zz_dataMask_1 = selOneHot[1];
  always @(*) begin
    _zz_dataMask_1_1[31] = _zz_dataMask_1;
    _zz_dataMask_1_1[30] = _zz_dataMask_1;
    _zz_dataMask_1_1[29] = _zz_dataMask_1;
    _zz_dataMask_1_1[28] = _zz_dataMask_1;
    _zz_dataMask_1_1[27] = _zz_dataMask_1;
    _zz_dataMask_1_1[26] = _zz_dataMask_1;
    _zz_dataMask_1_1[25] = _zz_dataMask_1;
    _zz_dataMask_1_1[24] = _zz_dataMask_1;
    _zz_dataMask_1_1[23] = _zz_dataMask_1;
    _zz_dataMask_1_1[22] = _zz_dataMask_1;
    _zz_dataMask_1_1[21] = _zz_dataMask_1;
    _zz_dataMask_1_1[20] = _zz_dataMask_1;
    _zz_dataMask_1_1[19] = _zz_dataMask_1;
    _zz_dataMask_1_1[18] = _zz_dataMask_1;
    _zz_dataMask_1_1[17] = _zz_dataMask_1;
    _zz_dataMask_1_1[16] = _zz_dataMask_1;
    _zz_dataMask_1_1[15] = _zz_dataMask_1;
    _zz_dataMask_1_1[14] = _zz_dataMask_1;
    _zz_dataMask_1_1[13] = _zz_dataMask_1;
    _zz_dataMask_1_1[12] = _zz_dataMask_1;
    _zz_dataMask_1_1[11] = _zz_dataMask_1;
    _zz_dataMask_1_1[10] = _zz_dataMask_1;
    _zz_dataMask_1_1[9] = _zz_dataMask_1;
    _zz_dataMask_1_1[8] = _zz_dataMask_1;
    _zz_dataMask_1_1[7] = _zz_dataMask_1;
    _zz_dataMask_1_1[6] = _zz_dataMask_1;
    _zz_dataMask_1_1[5] = _zz_dataMask_1;
    _zz_dataMask_1_1[4] = _zz_dataMask_1;
    _zz_dataMask_1_1[3] = _zz_dataMask_1;
    _zz_dataMask_1_1[2] = _zz_dataMask_1;
    _zz_dataMask_1_1[1] = _zz_dataMask_1;
    _zz_dataMask_1_1[0] = _zz_dataMask_1;
  end
  assign dataMask_1 = (_zz_dataMask_1_1 & dataIn_1);
  assign _zz_dataMask_2 = selOneHot[2];
  always @(*) begin
    _zz_dataMask_2_1[31] = _zz_dataMask_2;
    _zz_dataMask_2_1[30] = _zz_dataMask_2;
    _zz_dataMask_2_1[29] = _zz_dataMask_2;
    _zz_dataMask_2_1[28] = _zz_dataMask_2;
    _zz_dataMask_2_1[27] = _zz_dataMask_2;
    _zz_dataMask_2_1[26] = _zz_dataMask_2;
    _zz_dataMask_2_1[25] = _zz_dataMask_2;
    _zz_dataMask_2_1[24] = _zz_dataMask_2;
    _zz_dataMask_2_1[23] = _zz_dataMask_2;
    _zz_dataMask_2_1[22] = _zz_dataMask_2;
    _zz_dataMask_2_1[21] = _zz_dataMask_2;
    _zz_dataMask_2_1[20] = _zz_dataMask_2;
    _zz_dataMask_2_1[19] = _zz_dataMask_2;
    _zz_dataMask_2_1[18] = _zz_dataMask_2;
    _zz_dataMask_2_1[17] = _zz_dataMask_2;
    _zz_dataMask_2_1[16] = _zz_dataMask_2;
    _zz_dataMask_2_1[15] = _zz_dataMask_2;
    _zz_dataMask_2_1[14] = _zz_dataMask_2;
    _zz_dataMask_2_1[13] = _zz_dataMask_2;
    _zz_dataMask_2_1[12] = _zz_dataMask_2;
    _zz_dataMask_2_1[11] = _zz_dataMask_2;
    _zz_dataMask_2_1[10] = _zz_dataMask_2;
    _zz_dataMask_2_1[9] = _zz_dataMask_2;
    _zz_dataMask_2_1[8] = _zz_dataMask_2;
    _zz_dataMask_2_1[7] = _zz_dataMask_2;
    _zz_dataMask_2_1[6] = _zz_dataMask_2;
    _zz_dataMask_2_1[5] = _zz_dataMask_2;
    _zz_dataMask_2_1[4] = _zz_dataMask_2;
    _zz_dataMask_2_1[3] = _zz_dataMask_2;
    _zz_dataMask_2_1[2] = _zz_dataMask_2;
    _zz_dataMask_2_1[1] = _zz_dataMask_2;
    _zz_dataMask_2_1[0] = _zz_dataMask_2;
  end
  assign dataMask_2 = (_zz_dataMask_2_1 & dataIn_2);
  assign dataOut = ((dataMask_0 | dataMask_1) | dataMask_2);
endmodule
```

==> impl_metrics.yaml <==
# physical design summary
grt:
  gr-usage-all-layers: 0.1372
  grt_first_pass_wirelength_mm: 6.962
  grt_antenna_before_repair: 0
  grt_max_degree: 17
  grt_remaining_overflow: 0
  number_of_global_route_vias_before_repair: 1279
final_layout:
  filler_cell_count: 357
  drive_above_1_share: 0.2417
  multi_input_comb_area_um2: 320.3
  synthToLayoutAreaGrowth_pct: 257.1
  register_area_um2: 0
  final.clkbuf_count: 0
  post-route-cell-area_um2: 1800
  nFlopsAndLatches: 0
power:
  comb_power_share: 1.000
  power_density_nw_per_um2: 284.1
  power_switching_share: 0.3212
  power.ir.vdd_worst_mv: 0.1616
  power.share.sequential: 0
  power_uw: 511.5
  power.switching_uw: 164.3
  clkPwrFrac: 0
  internal_power_uw: 347.2
  leakage_uw: 0.001011
sta:
  sum_of_negative_setup_slack_ns: -0.02644
  post-route-min-period_ns: 1.315
  worst_relative_slew_slack: 0.8029
  fin_ws_ns: -0.01527
  timing_worst_slew_pin_value_ns: 0.2956
  finalSetupViolations: 2
  max_freq_mhz: 760.3
  fin_hold_ws_ns: 0.7958
  rsz_0062_raised_after_global_routing: "true"
  hold_violations: 0
  maxSlewViolCount: 0
  final.period_utilization: 1.012
synth:
  synth-area-yosys_um2: 504.2
  synthesis.instances: 73
  syn-mean-instance-area_um2: 6.907
  synth_area_um2: 504.2
  ys_seq_frac: 0
  synth.lib_cells_used.distinct: 4
  synthDominantAreaCellType: "sky130_fd_sc_hd__a222oi_1"
  ys_top_cells_by_area: "sky130_fd_sc_hd__a222oi_1, sky130_fd_sc_hd__inv_1, sky130_fd_sc_hd__buf_6"
  synth.top_cells.by_count: "sky130_fd_sc_hd__a222oi_1, sky130_fd_sc_hd__inv_1, sky130_fd_sc_hd__buf_2"
  top_area_frac: 0.6352
  yosys_instances: 73
  ys.warnings.count: 1
detailed_routing:
  route.detailed.vias_per_inst: 4.623
  ant_nets: 0
  wirelength_mm: 4.903
  detail_route.drc_violations: 0
  number_of_search_and_repair_iterations_in_the_first_detailed_routing_pass: 5
  n_antenna_cell: 0
  via_count: 1188
  drt_first_iter_violations: 123
  wl_per_cell_um: 19.08
placement:
  placement.io_buffers: 131
  gp_congestion: 0.8595
  postPlaceCellArea_um2: 1867
  preCtsSetupSlack_ns: -0.6835
  detailedPlacementHpwl_mm: 3.718
worst_setup_path:
  critPathSlowestCell: "sky130_fd_sc_hd__a222oi_1"
  crit_chain: "buf_12 -> clkbuf_16 -> a222oi_1 -> inv_1 -> buf_2"
  critical_path_class: "in2out"
  critPathMaxFanout: 8
  cpPeakStageDelay_ns: 0.33
  top_family_by_delay_on_critical_path: "buffers and inverters"
  critPathCaptureType: "output port"
  cp-start-kind: "input port"
  critical_path_arrival_ns: 1.06
  path_buffers: 4
  critPathRequiredTime_ns: 1.04
clock_tree:
  quantity_of_hold_fixing_buffers_added_after_cts: 0
run_status:
  status: "complete, but fails checks"
  failed_checks: "setup timing"
die:
  dieArea_um2: 6400
  die_height_um: 80
  pin_count: 131
  fp-utilization: 0.1476
  dieWidth_um: 80
  design.core.area_um2: 3416
  placement_rows: 21
min_path:
  hold_class: "in2out"
job:
  max-cap-violations: 0
  warnings: 34
## power groups by stage
stage | Sequential (µW) | Combinational [µW] | Clock (µW)
CTS | 0 | 510 | 0
finish | 0 | 512 | 0
global route | 0 | 566 | 0
## tightest hold or removal path: cells and delay by family
family                 cells  cell delay (ns)
AND-OR/OR-AND              1             0.06
buffers and inverters      3             0.21
## kinds of logic (layout without fill, tap and decap cells)
family	after synthesis	after routing	synth area share
buffers and inverters	41	179	0.3648
AND-OR/OR-AND	32	32	0.6352
## metal layers
layer  global-route usage  share of wire  vias to the layer above
met5                    0              0                        -
met4                    0              0                        0
met3              0.06250           0.13                        0
met2               0.2600           0.51                       74
met1               0.1417           0.36                      523
li1                     -              -                      591
## final timing paths
check / slack [ns] / cells after the start / startpoint / end
setup / recovery: -0.02 / 5 / selOneHot[0] / dataOut[0]
hold / removal: 0.80 / 4 / dataIn_2[10] / dataOut[10]
## area by class of cell
cell class,count,area share
Inverter,32,0.06671
Multi-Input combinational cell,32,0.1779
Tap cell,46,0.03197
Timing Repair Buffer,147,0.7234
## placed cells by master (no fill, tap or decap)
| master | n |
|---|---|
| sky130_fd_sc_hd__dlymetal6s2s_1 | 3 |
| sky130_fd_sc_hd__buf_12 | 3 |
| sky130_fd_sc_hd__buf_8 | 2 |
| sky130_fd_sc_hd__buf_6 | 9 |
| sky130_fd_sc_hd__buf_2 | 32 |
| sky130_fd_sc_hd__dlygate4sd2_1 | 90 |
| sky130_fd_sc_hd__buf_4 | 2 |
| sky130_fd_sc_hd__clkbuf_16 | 1 |
| sky130_fd_sc_hd__buf_16 | 2 |
| sky130_fd_sc_hd__a222oi_1 | 32 |
| sky130_fd_sc_hd__inv_1 | 32 |
| sky130_fd_sc_hd__clkdlybuf4s15_1 | 3 |
## per-stage QoR
stage | cells | util
after floorplan | 73 | -
after global placement | 247 | 0.5465
after detailed placement | 247 | 0.5465
after CTS | 256 | 0.5154
after global routing | 257 | 0.5271
final | 257 | 0.5271
## what timing repair did
action / CTS / global route
cloned: 5 / 1
pin swaps: 32 / 31
gates resized: 227 / 7
setup endpoints to repair: 32 / 32
buffers inserted: 4 / 0
hold endpoints to repair: 0 / 0
Power figures rest on the tool's default switching activity, not on a simulated workload.
