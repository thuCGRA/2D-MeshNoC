--- flow/run.sh ---
#!/bin/bash
# OpenROAD 26Q1-2900-gdf79404cd8, Yosys 0.63+post, stock flow scripts
make -C /OpenROAD-flow-scripts/flow DESIGN_CONFIG=/design/flow/config.mk WORK_HOME=/design/flow/orfs finish
--- flow/design.v ---
`timescale 1ns/1ps
module holdDataCycle (
  input               validIn,
  input      [31:0]   dataIn,
  input               holdIn,
  output              validOut,
  output     [31:0]   dataOut,
  input               clk,
  input               resetn
);
  reg                 holdReg_0;
  reg                 validReg_0;
  reg        [31:0]   dataReg_0;
  wire                validTemp_0;
  wire       [31:0]   dataTemp_0;
  reg        [0:0]    counterHoldCycle;
  wire                when_nocDefines_l536;
  wire                when_nocDefines_l547;
  assign when_nocDefines_l536 = (holdReg_0 && (counterHoldCycle != 1'b1));
  assign when_nocDefines_l547 = (holdReg_0 && (counterHoldCycle == 1'b1));
  assign dataOut = dataReg_0;
  assign validOut = validReg_0;
  always @(posedge clk) begin
    if(holdIn) begin
      counterHoldCycle <= 1'b1;
      holdReg_0 <= 1'b1;
    end else begin
      if(when_nocDefines_l536) begin
        counterHoldCycle <= (counterHoldCycle + 1'b1);
      end else begin
        counterHoldCycle <= 1'b0;
        holdReg_0 <= 1'b0;
      end
    end
    if(holdIn) begin
      dataReg_0 <= dataIn;
      validReg_0 <= validIn;
    end else begin
      if(when_nocDefines_l547) begin
        dataReg_0 <= dataIn;
        validReg_0 <= 1'b0;
      end
    end
  end
endmodule
--- flow/config.mk ---
export PLATFORM = sky130hd
export DESIGN_NAME = holdDataCycle
export DESIGN_NICKNAME = holdDataCycle
export VERILOG_FILES = /design/flow/design.v
export SDC_FILE = /design/flow/constraint.sdc
export NUM_CORES = 4
export LEC_CHECK = 1
export CORE_AREA = 10 10 90 90
export DIE_AREA = 0 0 100 100
--- flow/constraint.sdc ---
current_design holdDataCycle

set clk_period 3.0
set clk_io_pct 0.2

create_clock -name clk0 -period $clk_period [get_ports {clk}]

set non_clock_inputs [all_inputs -no_clocks]
set_input_delay [expr $clk_period * $clk_io_pct] -clock clk0 $non_clock_inputs
set_output_delay [expr $clk_period * $clk_io_pct] -clock clk0 [all_outputs]
==> notes.md <==
The tree is rooted in a clkbuf_8. The delay of the slowest cell on the worst path is 0.59 ns, and the number of search-and-repair iterations in the first detailed-routing pass is 4. The category of cells accounting for the largest share of critical-path delay was AND-OR/OR-AND gates. Of the available clock period, the critical path in the final layout requires 60.9%. The run gives 184 as the number of instances in the placed design. The hold-fix buffer count after cts came out at 0. The share of the Yosys chip area taken by registers is 96.8%.

The final timing report lists clock skew as 0.00533 ns. At the end of routability-driven placement, the weighted congestion stood at 0.717. After routing the design area is 1900 um2. Timing would allow up to 0.547 GHz.

The run gives 0.718 ns for the transition time of the tightest slew-check pin. The run gives 35 as the number of sinks handled by clock tree synthesis. The tool flagged a number of max-cap violations equal to 0.

Across all stage logs, warnings added up to 26. Per the detail_route report, the via count comes to 653. Endpoint kind of the worst setup timing path: a flip-flop. The cell area power density works out to 524 nW/um2. For the effective utilization at floorplan, the log shows 17.0%. The die is 100 um tall.

The worst setup path is launched from a primary input. The number of library cell types mapped by synthesis was 6; the count of antenna-violating nets left after detailed routing was 0. The tools report the total setup buffers inserted after CTS as 0.

The path category of the worst min-delay check was flip-flop to flip-flop. Synthesis inferred 35 register bits. The count of yosys warnings during synthesis was 1; the final non-filler cell total was 190.

The horizontal die dimension reported for this design is 100 um. The worst hold slack after final layout is 0.493 ns. OpenSTA, run right after detailed placement, puts the worst setup slack at 0.876 ns. The die covers 10000 um2. TritonCTS built the clock tree. For this sky-water flow run, the detailed-routed wirelength per cell is reported as 15.2 um.

Setup repair after global routing left no endpoint under its margin. The flow ran to the end, and the final reports show no timing, DRC or antenna violations. The logs give 0 ns for the total negative slack and 602 for the fill cell total of the finished layout. The script parses the final routing iteration and logs DRC violations as 0. The fraction of layout cells with a size suffix above 1 works out to 5.31%. Yosys reports a chip area of 1060 um2. The longest clock path from root to sink contains 2 buffers. The run gives 5.62% for the global-route total usage across every layer.

The routed design ends up with an antenna cell count of 0. The post-layout worst setup margin was 1.17 ns. Summing all flip-flop and latch instances after layout gives 1030 um2. Ranking logic cells in the layout by count gives the top entries clkdlybuf4s50_1 (67), edfxtp_1 (33), clkbuf_8 (5).

For the via count of the first global-routing pass, the log shows 762. The final-report setup violation count was 0; the via density per instance was 3.44. The cell count after synthesis is 40.

Core occupancy in the finished layout: 30.3%. Per the detailed-route log, wirelength across all metal layers totals 2890 um. The final power report lists total power as 0.998 mW. The final max-slew violation count came out at 0. The highest fanout seen on the critical path was 33; the number of cells on the critical path was 2. The run gives 0.27 ns for the later-pin clock latency in the skew report. The logs give 52.1% for the normalized max-slew margin and 30.0 um2 for the logic area.

The number of cell instances on the worst register-to-register path works out to 1. In this run the critical path is formed by clkdlybuf4s50_1 -> a21o_2. At the worst endpoint, the required time is 2.90 ns. Average instance area after synthesis: 26.6 um2. The violation count after the first detailed-route iteration came out at 2.

The port buffer count came out at 67. Number of antenna violations at the first check in global routing: 0. Buffers inserted during clock tree synthesis total 5.

With the count of buffering cells on the critical path with inverters included at 1, the placed cell area is 1830 um2. The first-pass GRT wire length came out at 4370 um. The maximum vdd drop came out at 0.201 mV.

In the final report, the number of hold violations comes to 0. In this run the static leakage power is 0.675 nW. Arrival time reported for the critical path endpoint: 1.73 ns. For reference, the placement row count at floorplan is 29.

For this design, Yosys synthesis ends with a cell count of 40. The tools report the standard cell core area as 6280 um2. The H-tree depth is 2. The critical path's slowest cell was a21o_2. The run gives 34 as the maximum number of pins on one net before global-route repair. Pin placement for this block handled 69 I/O pins. The most common logic cell in the final layout is clkdlybuf4s50_1. Global routing finished with a remaining overflow of 0. Across all register-to-register paths, the minimum setup slack is 1.65 ns. The report lists the number of cells resized after CTS as 0. The run gives 1 for the number of cells on the worst hold path. Relative to the synthesized area, the layout overhead comes to 78.8%. The worst path needs 1.83 ns of the cycle, external delays included. The timing report gives the clock slew at the launch and capture registers of the worst setup and hold paths as 0.06 ns. The worst setup path is of the primary input to flip-flop kind. The post-synthesis cell area is 1060 um2.
layer usage:
metal	GRT usage (%)	up-vias	wire, um
met1	5.98	307	1040
li1	-	300	-
met3	2.98	3	313
met4	0.435	0	27
met5	0	-	0
met2	10.1	43	1510
report_power, final:
| part | switching [mW] | internal [mW] |
|---|---|---|
| logic | 0.0284 | 0.0939 |
| registers | 0.0108 | 0.580 |
| clock network | 0.131 | 0.154 |
| total | 0.171 | 0.828 |
synth_stat cells, drive strengths merged:
library cell | count | area (um2)
and2 | 1 | 6.26
a21o | 3 | 23.8
dfxtp | 2 | 40.0
edfxtp | 33 | 991
inv | 1 | 3.75
cell families after synthesis:
kind of cell / synth area share (%)
AOI/OAI and AO/OA: 2.23
DFF: 96.8
and+or+nand+nor: 0.588
buffers and inverters: 0.352
flip-flops by register name, summed over array words and instances (netlist names):
signal,flops
dataReg_0,32
counterHoldCycle,1
holdReg_0,1
validReg_0,1
area by class of cell:
cell class,instances,share of cell area (%)
flip-flops and latches,35,54.1
clock buffers,6,3.81
inverters,1,0.197
repair buffers,67,35.2
multi-input cells,4,1.58
well taps,77,5.06
worst paths after layout:
path,from,endpoint
worst max-delay path,holdIn,dataReg_0[16]
worst max register to register,holdReg_0,dataReg_0[16]
worst min-delay path,holdReg_0,holdReg_0
worst min register to register,holdReg_0,holdReg_0
Power is estimated from default activity; no workload was simulated.
